===== design.v =====
`timescale 1ns / 1ps
module keyout(
  input clk,reset,rx_done_tick,
  input [7:0] keycodeout,
  output  reg a_code,b_code,c_code,d_code,up_code,down_code,left_code,right_code
  );
reg [7:0] hexacode;
reg [7:0] offkey;
reg [7:0] keynext;
always @(posedge clk) begin
    if(reset) begin
    		 hexacode <= 8'h00;
        end
    else begin
		   if((rx_done_tick) && (offkey != 8'hf0))
         begin
            hexacode <= keycodeout;
           end
        else if((rx_done_tick) && (keycodeout == 8'hf0))
        		hexacode <= 0;
        else begin
            hexacode<=hexacode;
            end
    end
end
reg [1:0] contador;
always@(posedge clk) begin
	if(reset) begin
				contador<=0;
			  end
	 else if((rx_done_tick) && (keycodeout != 8'hf0) )begin
					contador<=contador+1;
					end
	 else if((rx_done_tick) && (keycodeout == 8'hf0))begin
					contador<=0;
					end
	 else
			contador<=contador;
end
always @(posedge clk) begin
    if(reset) begin
    		offkey <= 8'h00;
        end
    else begin
        if((rx_done_tick) && (keycodeout==8'hf0))begin
           offkey <= keycodeout[7:0];
           end
        else if(contador==1)begin
              offkey <= 8'h00;
            end
        else begin
        		offkey <= offkey;
           end
    end
end
always @(posedge clk) begin
    if(reset) begin
          a_code<=0;down_code<=1'b0;
          b_code<=0;up_code<=1'b0;
          c_code<=0;left_code<=1'b0;
          d_code<=0;right_code<=1'b0;
        end
    else begin
        case(hexacode)
        8'h15: begin    
                    a_code<=1'b1;
                      end
        8'h1d: begin    
                    b_code<=1'b1;
                      end
        8'h24: begin    
                    c_code<=1'b1;
                      end
        8'h5a: begin    
                    d_code<=1'b1;
                             end
        8'h75: begin
               up_code<=1'b1;
               end
        8'h72: begin
                down_code<=1'b1;
                end
        8'h6B: begin
                 left_code<=1'b1;
                 end
        8'h74: begin
                 right_code<=1'b1;
                 end
        default: begin
                  a_code<=0;down_code<=1'b0;
                  b_code<=0;up_code<=1'b0;
                  c_code<=0;left_code<=1'b0;
                  d_code<=0;right_code<=1'b0;
                end
        endcase
		  end
end
endmodule
`timescale 1ns / 1ps
module ps2_portreceiver(
  input clk,reset,
  input ps2d,ps2c, rx_en,
  output reg rx_done_tick,
  output wire [7:0] dout
    );
      localparam [1:0] idle=2'b00, dps=2'b01 , load=2'b10 ;
      reg [1:0] state_reg, state_next;
      reg [7:0] filter_reg;
      wire [7:0] filter_next;
      reg f_ps2c_reg ;
      wire f_ps2c_next ;
      reg [3:0] n_reg , n_next ;
      reg [10:0] b_reg , b_next ;
      wire fall_edge ;
always @(posedge clk, posedge reset)
    if (reset)
        begin
            filter_reg  <= 0;
            f_ps2c_reg <= 0;
        end
    else begin
            filter_reg<= filter_next;
            f_ps2c_reg<= f_ps2c_next;
        end
assign filter_next = {ps2c, filter_reg[7:1]};
assign f_ps2c_next = (filter_reg==8'b11111111) ? 1'b1:
                     (filter_reg == 8'b00000000) ? 1'b0 :
                     f_ps2c_reg;
assign fall_edge = f_ps2c_reg & ~f_ps2c_next;
always @(posedge clk, posedge reset)
      if (reset)
          begin
              state_reg <= idle;
              n_reg <= 0 ;
              b_reg <= 0 ;
          end
      else begin
              state_reg <= state_next ;
              n_reg <= n_next;
              b_reg <= b_next;
      end
always @* begin
          state_next = state_reg;
          rx_done_tick = 1'b0;
          n_next = n_reg;
          b_next = b_reg;
      case (state_reg)
      idle:
            if (fall_edge & rx_en)
            begin
                b_next = { ps2d, b_reg [10:1]} ;
                n_next = 4'b1001;
                state_next = dps;
            end
      dps:  
            if (fall_edge) begin
                b_next = { ps2d , b_reg [10:1] };
                if (n_reg==0)
                    state_next = load;
                else
                    n_next = n_reg - 1 ;
            end
      load:  
            begin
                  state_next = idle;
                  rx_done_tick = 1'b1 ;
            end
      endcase
end
assign dout = b_reg[8:1];
endmodule
`timescale 1ns / 1ps
module topkey(
  input clk,reset,
  input ps2d,ps2c, rx_en,
  output a,b,c,d,up,down,left,right
  );
    wire [7:0] dout;
    wire rx_done_tick;
         ps2_portreceiver  PS2(
             .clk(clk),.reset(reset),
             .ps2d(ps2d),.ps2c(ps2c), .rx_en(rx_en),
             .rx_done_tick(rx_done_tick),
             .dout(dout)
           );
          keyout  KEY(
              .clk(clk),
              .reset(reset),
              .rx_done_tick(rx_done_tick),
              .keycodeout(dout),
              .a_code(a),
              .b_code(b),
              .c_code(c),
              .d_code(d),
              .up_code(up),
              .down_code(down),
              .left_code(left),
              .right_code(right)
          );
endmodule

===== run.sh =====
#!/bin/bash
# OpenROAD 26Q1-2900-gdf79404cd8, Yosys 0.63+post, stock flow scripts
make -C /OpenROAD-flow-scripts/flow DESIGN_CONFIG=/design/flow/config.mk WORK_HOME=/design/flow/orfs finish

===== config.mk =====
export PLATFORM = sky130hd
export DESIGN_NAME = topkey
export DESIGN_NICKNAME = topkey
export VERILOG_FILES = /design/flow/design.v
export SDC_FILE = /design/flow/constraint.sdc
export NUM_CORES = 4
export LEC_CHECK = 1
export CORE_UTILIZATION = 50

===== constraint.sdc =====
current_design topkey

set clk_period 3.5
set clk_io_pct 0.2

create_clock -name clk0 -period $clk_period [get_ports {clk}]

set non_clock_inputs [all_inputs -no_clocks]
set_input_delay [expr $clk_period * $clk_io_pct] -clock clk0 $non_clock_inputs
set_output_delay [expr $clk_period * $clk_io_pct] -clock clk0 [all_outputs]

==> flow_summary.ini <==
; flow metrics
[clock_network]
cts_root_buffer = clkbuf_8
cts_tree = done
ctsResizeCount = 0
cts.path.max_buffers = 2
cts.sinks = 52
clock_latency_ns = 0.30
path_clk_slew_ns = 0.09
holdBufCountCts = 0
cts_setup_buffers = 0
cts_buffers = 5
cts_htree_levels = 2

[final_timing]
finalSetupTns_ns = 0
slew_violations = 0
max_freq_ghz = 0.465
relSlewSlack = 0.530
skew_ns = 0.00391
worst_pin_slew_ns = 0.703
hold_viol = 0
finalCriticalPeriod_ns = 2.15
grt_setup_unrepaired = false
setup_viol = 0
fin_crit_sh = 0.614

[flow_run]
cap_viol_max_count = 0
log.warning_count = 26

[floorplan]
chipArea_um2 = 4620
std_cell_rows = 23
die_w_um = 68.0
fp.dieH_um = 68.0
num_io_pins = 13
fp_util = 0.533
core_um2 = 4090

[yosys]
synth_cell_types = 44
ys_sh_aoi = 0.152
syn_area_um2 = 2180
edf_count = 0
synth-seq-cells = 52
ys_seq_share = 0.538
yosysCellCount = 201
synthArstFlopShare = 0.500
avgSynthCellArea_um2 = 10.8
syn-instance-count = 201
ff_type = dfxtp_1
xor_area_frac = 0
ys_warn_count = 2
synthSimpleGateAreaFrac = 0.204
ys_area_um2 = 2180
ys_sh_mux = 0.0661
synthAdderAreaFrac = 0.0115
logic_family = simple AND/OR/NAND/NOR gates

[worst_hold_path]
hold_class = reg -> reg
min_path_cells = 2
min_from = KEY.right_code
holdPathEnd = KEY.right_code

[finish]
largest_reg_flops = 10
final_cell_mix = dfxtp_1 (26), dfrtp_1 (25), a21oi_1 (19), nand3_1 (13), clkdlybuf4s50_1 (12)
fillers = 334
layout_top_cell = dfxtp_1
fin_util = 0.592
areaGrowthSynthToFinish_pct = 11.1
drive_gt1_frac = 0.131

[drt]
drt_first_pass_iters = 4
routedWlPerCell_um = 14.1
drt_iter0_drc = 92
vias = 1535
drc_errors = 0
antenna_left = 0
antennaDiodeCount = 0
vias_per_cell = 5.81
wirelength_mm = 3.73

[worst_setup_path]
start_kind = input pin
r2r_cells = 4
r2r_start = PS2.filter_reg[4]
worstSetupPathType = in -> reg
cp_max_fo = 17
end_kind = register
r2r_end = PS2.n_reg[3]
required_ns = 3.71
cp.arrival_ns = 2.36
ff2ff_setup_slack_ns = 1.53

[grt]
grt.total_usage = 0.192
grt_start_max_net_pins = 28
first_global_vias = 1413
grt_pass1_wl_mm = 6.38
antenna_found_initial = 0
overflow = 0

[power]
p_leak_nw = 0.941
ir_worst_vdd_v = 0.000310
powerDensity_nw_per_um2 = 395
power.total_mw = 0.957

[place]
gp_congestion = 0.792
place_hpwl_mm = 2.67
portBuffers = 12

[outcome]
status = finished, final reports clean
-- critical path, stage by stage --
cell             delay, ns
clkdlybuf4s50_1       0.50
mux2_2                0.18
nand4_4               0.26
or4_1                 0.48
o311ai_1              0.23
-- Yosys cell counts, types with 2 or more instances --
library cell	instances	area share
a21o_1	2	0.0069
a21oi_1	19	0.044
a31oi_1	5	0.014
buf_2	3	0.0069
clkbuf_1	5	0.0086
dfrtp_1	25	0.29
dfxtp_1	26	0.24
ha_1	2	0.011
inv_1	7	0.012
mux2_2	11	0.057
mux2i_1	2	0.0092
nand2_1	5	0.0086
nand2b_1	5	0.014
nand3_1	13	0.030
nand4_1	5	0.014
nor2_1	11	0.019
nor2b_1	4	0.011
nor3b_1	3	0.010
nor4_4	2	0.020
nor4b_1	5	0.020
o2111ai_1	2	0.0080
o211ai_1	10	0.034
o21ai_0	6	0.014
or4_1	3	0.010
-- report_power, final --
group / total [mW] / switching (mW) / internal (mW)
Sequential: 0.611 / 0.00865 / 0.602
Combinational: 0.0197 / 0.0120 / 0.00774
Clock: 0.327 / 0.187 / 0.140
Total: 0.957 / 0.208 / 0.750
-- logic make-up after synthesis --
group	count (synthesis)
DFF	52
AOI/OAI and AO/OA	52
adders and majority gates	2
buffers and inverters	15
muxes	13
and+or+nand+nor	67
-- metal layers --
| layer | up-vias | part of all wire | global-route usage |
|---|---|---|---|
| li1 | 779 | - | - |
| met1 | 719 | 0.48 | 0.303 |
| met2 | 35 | 0.47 | 0.287 |
| met3 | 2 | 0.049 | 0.0524 |
| met4 | 0 | 0.0064 | 0.0234 |
| met5 | - | 0 | 0 |
-- how the worst max path moves through the flow --
stage                  from  slack (ns)      endpoint
after CTS             rx_en        1.36  PS2.n_reg[3]
after global routing  rx_en        1.26  PS2.n_reg[2]
final                 rx_en        1.35  PS2.n_reg[3]
-- through the flow --
step           area (um^2)  hold WS [ns]  cells  setup slack (ns)
2_1_floorplan         2180         0.411    201              1.73
3_3_place_gp          2330         0.434    256              1.10
3_5_place_dp          2330         0.441    256              1.01
4_1_cts               2420         0.455    264              1.36
5_1_grt               2420         0.479    264              1.26
6_report              2420         0.451    264              1.35
-- area by class of cell --
| type | count | area (um^2) | share of cell area |
|---|---|---|---|
| Sequential cell | 52 | 1170 | 0.484 |
| Clock buffer | 5 | 68.8 | 0.0284 |
| Multi-Input combinational cell | 134 | 946 | 0.391 |
| Clock inverter | 3 | 17.5 | 0.00724 |
| Inverter | 7 | 26.3 | 0.0109 |
| Tap cell | 50 | 62.6 | 0.0258 |
| Timing Repair Buffer | 13 | 128 | 0.0527 |
