==> flow/design.v <==
`timescale 1ns / 1ps
module animado(
   input reset,clk,
   input [9:0] pix_y, pix_x,
   input wire video_on,
   output  [11:0] rgbtext
    );
    	localparam media1v_left=464;
    	localparam media1v_right=465;
    	localparam media1v_y_t = 279;
    	localparam media1v_y_b = 291;
    	wire  media1v_on;
    	assign media1v_on = (media1v_left<=pix_x) && (pix_x<=media1v_right) &&
    	(media1v_y_t<=pix_y) && (pix_y<=media1v_y_b);
    	localparam media2v_left=483;
    	localparam media2v_right=484;
    	localparam media2v_y_t = 279;
    	localparam media2v_y_b = 291;
    	wire  media2v_on;
    	assign media2v_on = (media2v_left<=pix_x) && (pix_x<=media2v_right) &&
    	(media2v_y_t<=pix_y) && (pix_y<=media2v_y_b);
    	localparam media1h_left=465;
    	localparam media1h_right=483;
    	localparam media1h_y_t = 279;
    	localparam media1h_y_b = 280;
    	wire  media1h_on;
    	assign media1h_on = (media1h_left<=pix_x) && (pix_x<=media1h_right) &&
    	(media1h_y_t<=pix_y) && (pix_y<=media1h_y_b);
    	localparam media2h_left=465;
    	localparam media2h_right=483;
    	localparam media2h_y_t = 290;
    	localparam media2h_y_b = 291;
    	wire  media2h_on;
    	assign media2h_on = (media2h_left<=pix_x) && (pix_x<=media2h_right) &&
    	(media2h_y_t<=pix_y) && (pix_y<=media2h_y_b);
    	localparam media1v2_left=486;
    	localparam media1v2_right=487;
    	localparam media1v2_y_t = 279;  
    	localparam media1v2_y_b = 291;
    	wire  media1v2_on;
    	assign media1v2_on = (media1v2_left<=pix_x) && (pix_x<=media1v2_right) &&
    	(media1v2_y_t<=pix_y) && (pix_y<=media1v2_y_b);
    	localparam media2v2_left=505;
    	localparam media2v2_right=506;
    	localparam media2v2_y_t = 279;
    	localparam media2v2_y_b = 291;
    	wire  media2v2_on;
    	assign media2v2_on = (media2v2_left<=pix_x) && (pix_x<=media2v2_right) &&
    	(media2v2_y_t<=pix_y) && (pix_y<=media2v2_y_b);
    	localparam media1h2_left=487;
    	localparam media1h2_right=505;
    	localparam media1h2_y_t = 279;
    	localparam media1h2_y_b = 280;
    	wire  media1h2_on;
    	assign media1h2_on = (media1h2_left<=pix_x) && (pix_x<=media1h2_right) &&
    	(media1h2_y_t<=pix_y) && (pix_y<=media1h2_y_b);
    	localparam media2h2_left=487;
    	localparam media2h2_right=505;
    	localparam media2h2_y_t = 290;  
    	localparam media2h2_y_b = 291;
    	wire  media2h2_on;
    	assign media2h2_on = (media2h2_left<=pix_x) && (pix_x<=media2h2_right) &&
    	(media2h2_y_t<=pix_y) && (pix_y<=media2h2_y_b);
    	localparam media1v3_left=508;
    	localparam media1v3_right=509;
    	localparam media1v3_y_t = 279;  
    	localparam media1v3_y_b = 291;
    	wire  media1v3_on;
    	assign media1v3_on = (media1v3_left<=pix_x) && (pix_x<=media1v3_right) &&
    	(media1v3_y_t<=pix_y) && (pix_y<=media1v3_y_b);
    	localparam media2v3_left=527;
    	localparam media2v3_right=528;
    	localparam media2v3_y_t = 279;
    	localparam media2v3_y_b = 291;
    	wire  media2v3_on;
    	assign media2v3_on = (media2v3_left<=pix_x) && (pix_x<=media2v3_right) &&
    	(media2v3_y_t<=pix_y) && (pix_y<=media2v3_y_b);
    	localparam media1h3_left=509;
    	localparam media1h3_right=527;
    	localparam media1h3_y_t = 279;
    	localparam media1h3_y_b = 280;
    	wire  media1h3_on;
    	assign media1h3_on = (media1h3_left<=pix_x) && (pix_x<=media1h3_right) &&
    	(media1h3_y_t<=pix_y) && (pix_y<=media1h3_y_b);
    	localparam media2h3_left=509;
    	localparam media2h3_right=527;
    	localparam media2h3_y_t = 290;  
    	localparam media2h3_y_b = 291;
    	wire  media2h3_on;
    	assign media2h3_on = (media2h3_left<=pix_x) && (pix_x<=media2h3_right) &&
    	(media2h3_y_t<=pix_y) && (pix_y<=media2h3_y_b);
      	localparam fecha1v_left=530;
      	localparam fecha1v_right=531;
      	localparam fecha1v_y_t = 279;
      	localparam fecha1v_y_b = 291;
      	wire  fecha1v_on;
      	assign fecha1v_on = (fecha1v_left<=pix_x) && (pix_x<=fecha1v_right) &&
      	(fecha1v_y_t<=pix_y) && (pix_y<=fecha1v_y_b);
      	localparam fecha2v_left=549;
      	localparam fecha2v_right=550;
      	localparam fecha2v_y_t = 279;  
      	localparam fecha2v_y_b = 291;
      	wire  fecha2v_on;
      	assign fecha2v_on = (fecha2v_left<=pix_x) && (pix_x<=fecha2v_right) &&
      	(fecha2v_y_t<=pix_y) && (pix_y<=fecha2v_y_b);
      	localparam fecha1h_left=531;
      	localparam fecha1h_right=549;
      	localparam fecha1h_y_t = 279;  
      	localparam fecha1h_y_b = 280;
      	wire  fecha1h_on;
      	assign fecha1h_on = (fecha1h_left<=pix_x) && (pix_x<=fecha1h_right) &&
      	(fecha1h_y_t<=pix_y) && (pix_y<=fecha1h_y_b);
      	localparam fecha2h_left=531;
      	localparam fecha2h_right=549;
      	localparam fecha2h_y_t = 290;  
      	localparam fecha2h_y_b = 291;
      	wire  fecha2h_on;
      	assign fecha2h_on = (fecha2h_left<=pix_x) && (pix_x<=fecha2h_right) &&
      	(fecha2h_y_t<=pix_y) && (pix_y<=fecha2h_y_b);
      	localparam fecha1v2_left=552;
      	localparam fecha1v2_right=553;
      	localparam fecha1v2_y_t = 279;   
      	localparam fecha1v2_y_b = 291;
      	wire  fecha1v2_on;
      	assign fecha1v2_on = (fecha1v2_left<=pix_x) && (pix_x<=fecha1v2_right) &&
      	(fecha1v2_y_t<=pix_y) && (pix_y<=fecha1v2_y_b);
      	localparam fecha2v2_left=571;
      	localparam fecha2v2_right=572;
      	localparam fecha2v2_y_t = 279;
      	localparam fecha2v2_y_b = 291;
      	wire  fecha2v2_on;
      	assign fecha2v2_on = (fecha2v2_left<=pix_x) && (pix_x<=fecha2v2_right) &&
      	(fecha2v2_y_t<=pix_y) && (pix_y<=fecha2v2_y_b);
      	localparam fecha1h2_left=553;
      	localparam fecha1h2_right=571;
      	localparam fecha1h2_y_t = 279; 
      	localparam fecha1h2_y_b = 280;
      	wire  fecha1h2_on;
      	assign fecha1h2_on = (fecha1h2_left<=pix_x) && (pix_x<=fecha1h2_right) &&
      	(fecha1h2_y_t<=pix_y) && (pix_y<=fecha1h2_y_b);
      	localparam fecha2h2_left=553;
      	localparam fecha2h2_right=571;
      	localparam fecha2h2_y_t = 290; 
      	localparam fecha2h2_y_b = 291;
      	wire  fecha2h2_on;
      	assign fecha2h2_on = (fecha2h2_left<=pix_x) && (pix_x<=fecha2h2_right) &&
      	(fecha2h2_y_t<=pix_y) && (pix_y<=fecha2h2_y_b);
localparam inity=280;
localparam endy=290;
localparam beginlight1X=465;
localparam beginlight2X=487;
localparam beginlight3X=509;
localparam beginlight4X=531;
localparam beginlight5X=553;
localparam endlight1X=483;
localparam endlight2X=505;
localparam endlight3X=527;
localparam endlight4X=549;
localparam endlight5X=571;
    wire light1,light2,light3,light4,light;
    assign light1=(beginlight1X<=pix_x) && (pix_x<=endlight1X) &&(inity<=pix_y) && (pix_y<=endy);
    assign light2=(beginlight2X<=pix_x) && (pix_x<=endlight2X) &&(inity<=pix_y) && (pix_y<=endy);
    assign light3=(beginlight3X<=pix_x) && (pix_x<=endlight3X) &&(inity<=pix_y) && (pix_y<=endy);
    assign light4=(beginlight4X<=pix_x) && (pix_x<=endlight4X) &&(inity<=pix_y) && (pix_y<=endy);
    assign light5=(beginlight5X<=pix_x) && (pix_x<=endlight5X) &&(inity<=pix_y) && (pix_y<=endy);
reg [7:0] count1reg;
reg [11:0] count2reg;
reg [2:0] count2regaux;
reg [2:0] count2regaux2;
reg [4:0] fast1;
reg [1:0] fast2;
always @(posedge clk)begin
    if(reset) begin
          count1reg<=0;
			 fast1<=0;
    end
    else if((pix_y==0) && (pix_x==0)) begin
          count1reg<=count1reg+1;
			 fast1<=fast1+1;
			 end
	 else begin
			 count1reg<=count1reg;
			 fast1<=fast1;
    end
end
always @(posedge clk)begin
    if(reset) begin
      count2reg<=0;
			 count2regaux<=0;
			 count2regaux2<=0;
			 fast2<=0;
          end
    else if(count1reg==255) begin
			 count2regaux<=count2regaux+1;
			 count2regaux2<=count2regaux2+1;
			 end
	 else if(count2regaux==5)begin
			 count2regaux<=0;
			 count2reg<=count2reg+1;
			 end
	else if(fast1==31)begin   
			 fast2<=fast2+1;
			 end
	 else begin
			 count2reg<=count2reg;
			 count2regaux<=count2regaux;
			 fast2<=fast2;
		 end
end
reg  [7:0] rgb1;
reg  [7:0] rgb2;
reg  [7:0] rgb3;
reg  [7:0] rgb4;
reg  [7:0] rgb5;
parameter s0=0,s1=1,s2=2,s3=3,s4=4;
reg [1:0] state;
always @(posedge clk) begin
	if(reset)begin
		  rgb1<=0;
		  rgb2<=0;
		  rgb3<=0;
		  rgb4<=0;
		  rgb5<=0;
	end
	else begin
			if(count2regaux==0) begin
					  rgb1 <= {count2reg[11:8],count2reg[7:4],count2reg[3:0]};
						rgb2 <=0;
						rgb3 <=0;
						rgb4 <=0;
						rgb5 <=0;
			end
			else if(count2regaux==1) begin
					   rgb1 <={count2reg[11:8],count2reg[7:4],count2reg[3:0]};
						rgb2 <={count2reg[11:8],count2reg[7:4],count2reg[3:0]};
						rgb3 <=0;
						rgb4 <=0;
						rgb5 <=0;
			end
			else if(count2regaux==2) begin
					   rgb1 <={count2reg[11:8],count2reg[7:4],count2reg[3:0]};
						rgb2 <={count2reg[11:8],count2reg[7:4],count2reg[3:0]};
						rgb3 <={count2reg[11:8],count2reg[7:4],count2reg[3:0]};
						rgb4 <=0;
						rgb5 <=0;
			end
			else if(count2regaux==3) begin
					   rgb1 <={1'b0,1'b0,1'b0,1'b0,count2reg[7:4],count2reg[3:0]};;
						rgb2 <={1'b0,1'b0,1'b0,1'b0,count2reg[7:4],count2reg[3:0]};;
						rgb3 <={1'b0,1'b0,1'b0,1'b0,count2reg[7:4],count2reg[3:0]};;
						rgb4 <={1'b0,1'b0,1'b0,1'b0,count2reg[7:4],count2reg[3:0]};;
						rgb5 <=0;
			end
			else if(count2regaux==4) begin
					   rgb1 <={count2reg[11:8],count2reg[7:4],count2reg[3:0]};
						rgb2 <={count2reg[11:8],count2reg[7:4],count2reg[3:0]};
						rgb3 <={count2reg[11:8],count2reg[7:4],count2reg[3:0]};
						rgb4 <={count2reg[11:8],count2reg[7:4],count2reg[3:0]};
						rgb5 <={count2reg[11:8],count2reg[7:4],count2reg[3:0]};
			end
			else begin
						rgb1 <=count2regaux;
						rgb2 <=count2regaux;
						rgb3 <=count2regaux;
						rgb4 <=count2regaux;
						rgb5 <=count2regaux;
			end
		end
end
reg [11:0]  rgbnumero;
always@(posedge clk)
			if(reset)
					rgbnumero<=12'h00;
			else begin
						case(video_on)
						0: begin
								rgbnumero<=12'h00;
								end
						1: begin
									if(light1)
										rgbnumero<=rgb1;
									else if(light2 )
										rgbnumero<=rgb2;
									else if(light3 )
										rgbnumero<=rgb3;
								   else if(light4 )
										rgbnumero<=rgb4;
                    else if(light5 )
                     rgbnumero<=rgb5;
                    else if (media1v_on | media2v_on | media1h_on | media2h_on |media1v2_on | media2v2_on|media1h2_on |media2h2_on |media1v3_on | media2v3_on|media1h3_on |media2h3_on)
                      rgbnumero<=12'hfff;
                    else if(fecha1v_on | fecha2v_on | fecha1h_on | fecha2h_on |fecha1v2_on | fecha2v2_on | fecha1h2_on | fecha2h2_on)
                      rgbnumero<=12'hfff;
                    else
										rgbnumero<=12'h000;
						   end
						default:rgbnumero<=12'h000;
						endcase
end
assign rgbtext=rgbnumero;
endmodule
==> flow/run.sh <==
#!/bin/bash
# OpenROAD 26Q1-2900-gdf79404cd8, Yosys 0.63+post, stock flow scripts
make -C /OpenROAD-flow-scripts/flow DESIGN_CONFIG=/design/flow/config.mk WORK_HOME=/design/flow/orfs finish
==> flow/config.mk <==
export PLATFORM = sky130hd
export DESIGN_NAME = animado
export DESIGN_NICKNAME = animado
export VERILOG_FILES = /design/flow/design.v
export SDC_FILE = /design/flow/constraint.sdc
export NUM_CORES = 4
export LEC_CHECK = 1
export CORE_UTILIZATION = 40
==> flow/constraint.sdc <==
current_design animado

set clk_period 3.7
set clk_io_pct 0.2

create_clock -name clk0 -period $clk_period [get_ports {clk}]

set non_clock_inputs [all_inputs -no_clocks]
set_input_delay [expr $clk_period * $clk_io_pct] -clock clk0 $non_clock_inputs
set_output_delay [expr $clk_period * $clk_io_pct] -clock clk0 [all_outputs]
==> reports/metrics.csv <==
stage,metric,value,unit
logic_synthesis,"area leader, netlist",dfxtp_1,
grt,initial antenna violation count,0,
clocking,PostCTS Resize Cnt,0,
critical_path,Setup CP Type,in2reg,
detailed_routing,drt initial violations,106,
detailed_routing,wire per inst,13.8,µm
logic_synthesis,Synth top area share,40.5,%
power_and_ir_drop,maximum vdd drop,0.229,mV
logic_synthesis,ys flop type,dfxtp_1,
clocking,hold buffers post-CTS,0,
grt,gr busiest metal,met2,
critical_path,Reg2Reg Launch Point,count2regaux[0],
clocking,CTS tree,done,
power_and_ir_drop,PD cells,348,mW/mm²
sta,clk_skew,0.0107,ns
placement,Placer Congestion,0.831,
layout,Area Growth Syn to Fin,15.0,%
detailed_routing,first drt pass iteration count,4,
logic_synthesis,top cells by area,"dfxtp_1 (40%), nor2_1 (4.4%), and2_1 (3.2%)",
power_and_ir_drop,Net Switching,0.315,mW
logic_synthesis,cells after synthesis,365,
floorplan,Die Span Y,93.7,µm
sta,Slew HR,59.1,%
clocking,CTS Buf Count,9,
sta,period utilisation layout,79.9,%
floorplan,DIE WIDTH,93.7,µm
worst_hold_path,Hold Path End,count1reg[7],
grt,total gr overflow,0,
critical_path,Worst Path Max Fanout,20,
detailed_routing,Vias,2658,
grt,met3 usage,3.29,%
critical_path,r2r setup slk,1.18,ns
run,OpenROAD warnings,28,
logic_synthesis,ys flops,68,
critical_path,R2R Path End,rgb1[2],
power_and_ir_drop,Leak,1.51,nW
detailed_routing,Vias/cell,5.31,
floorplan,I/O pins,35,
floorplan,Core Box Area,0.00818,mm²
sta,RSZ-0062 raised after global routing,no,
detailed_routing,Antenna Nets Post-Route,0,
floorplan,Die ar.,0.00878,mm²
floorplan,Starting Density,41.1,%
power_and_ir_drop,Power Total,1.35,mW
sta,TNS Setup,0,ns
grt,first-pass GRT wire length,12200,µm
power_and_ir_drop,clock group share of total power,39.8,%
clocking,Post-CTS Setup Repair Bufs,0,
logic_synthesis,post-synth design cell area,0.00336,mm²
critical_path,type of origin of the critical path,input pin,
logic_synthesis,distinct lib cells,70,
logic_synthesis,Syn. warnings,2,
power_and_ir_drop,switching share of power,23.4,%
worst_hold_path,HP Class,reg2reg,
floorplan,site row count,33,
grt,pin count of the biggest net entering global routing,28,
worst_hold_path,startpoint of the lowest-slack hold path,count1reg[7],
power_and_ir_drop,internal power,1.03,mW
layout,share of layout cells above drive strength 1,10.1,%
sta,final setup violation count,0,
logic_synthesis,"EDFF count, synth",0,
power_and_ir_drop,Reg power frac,54.4,%
sta,final hold viol count,0,
sta,minimum clock period,2.96,ns
grt,vias in the first global route,2551,
logic_synthesis,yosys stat cell total,365,
sta,Final Max-Slew Violation Tally,0,
power_and_ir_drop,Combinational Power Share,5.8,%
logic_synthesis,asr flop ratio synth,0,%
clocking,Clock Path Buffers,2,
run,Max-Cap Viols,0,
logic_synthesis,register area share after synthesis,40.5,%
sta,worst-margin pin slew,0.612,ns
clocking,Root Driver,clkbuf_8,
clocking,clock-pin slew on the worst setup and hold paths,0.07,ns
grt,met1 Resource Use GR,26.4,%
detailed_routing,WL final,6910,µm
worst_hold_path,hold-critical path depth,2,
logic_synthesis,YS chip area,0.00336,mm²
grt,met2 GRT Util,28.2,%
critical_path,launch point of the critical path,pix_x[2],
clocking,H-tree depth,3,
critical_path,CP arrival,3.17,ns
placement,Detail Placement HPWL,4980,µm
placement,port bufs,34,
critical_path,Critical Path End Type,flip-flop,
logic_synthesis,Mean Syn Cell Area,9.21,µm²
grt,Total GRT Usage,17.7,%
detailed_routing,DRC errors left,0,
critical_path,FF-to-FF path depth,9,
detailed_routing,ant diodes,0,
run_status,status,finished clean,
clocking,Sink Count,68,
sta,highest clock rate,338,MHz
critical_path,CP required,3.92,ns
clocking,worst skew pair latency,0.34,ns
==> worst max path at each step <==
stage | depth (start not counted) | endpoint | slack (ns)
finish | 8 | rgbnumero[6] | 0.74
global route | 8 | rgbnumero[6] | 0.47
CTS | 8 | rgbnumero[6] | 0.74
==> kinds of logic after synthesis <==
logic type | after synthesis | share of synthesized area (%)
buf+inv | 27 | 5.47
simple gates | 154 | 26.2
compound gates | 91 | 20.4
fa+ha+maj | 7 | 2.60
flops | 68 | 40.5
xor+xnor | 12 | 3.13
mux | 6 | 1.79
==> cell type report <==
class	instances	area [µm²]
Tap cell	105	131
Timing Repair Buffer	36	355
Fill cell	778	4310
Multi-Input combinational cell	270	1820
Clock inverter	5	36.3
Clock buffer	11	141
Sequential cell	68	1360
Inverter	6	22.5
==> Yosys cell counts, drive strengths merged (3+ instances only) <==
library cell	number
and3	13
buf	12
nor2b	4
nor3b	4
nand3	8
and4b	3
xor2	9
or3	5
a31oi	9
nand4	6
mux2i	6
and2	18
nor3	7
inv	6
dfxtp	68
o221ai	7
a21boi	3
a21o	14
a22oi	7
nor2	41
xnor2	3
nand2	27
ha	7
or4	3
o21ai	13
a21oi	16
clkbuf	8
==> state kept, by name, indices dropped and copies added, names as in the netlist <==
name	flops
rgb3	8
rgb2	8
rgb5	8
rgbnumero	9
rgb1	8
rgb4	8
count2reg	8
count1reg	8
count2regaux	3
==> metrics by stage <==
step,hold WS [ns],util [%],std cells,cell area (µm²),setup WS [ns]
finish,0.497,47.3,501,3870,0.743
global route,0.528,47.3,501,3870,0.467
CTS,0.498,47.3,501,3870,0.745
detailed placement,0.489,45.1,485,3690,0.384
global placement,0.474,45.1,485,3690,0.409
floorplan,0.464,-,365,3360,1.31
==> cells in the final DEF (no fill, tap or decap), drive strengths merged, types with 8 or more instances in the layout <==
| master | Yosys | final |
|---|---|---|
| and3 | 13 | 13 |
| nand2 | 27 | 27 |
| a21oi | 16 | 16 |
| dfxtp | 68 | 68 |
| clkdlybuf4s50 | 0 | 34 |
| a31oi | 9 | 9 |
| nand3 | 8 | 8 |
| nor2 | 41 | 41 |
| clkbuf | 8 | 11 |
| a21o | 14 | 14 |
| xor2 | 9 | 9 |
| o21ai | 13 | 13 |
| and2 | 18 | 18 |
==> metal layers <==
| layer | wire length [µm] | vias up |
|---|---|---|
| met5 | 0 | - |
| met3 | 242 | 6 |
| met1 | 3530 | 1226 |
| li1 | - | 1384 |
| met2 | 3080 | 42 |
| met4 | 61 | 0 |
==> worst max-delay path: stages <==
cell	delay [ns]
clkdlybuf4s50_1	0.85
and4b_1	0.26
o211ai_1	0.18
a31oi_1	0.12
o41ai_2	0.50
nand2_1	0.12
o32ai_1	0.29
a21oi_1	0.12
==> power by group through the flow <==
stage	Combinational, mW	Sequential (mW)	Clock [mW]
global route	0.0871	0.731	0.585
finish	0.0782	0.732	0.535
CTS	0.0785	0.731	0.552
Power is estimated from default activity; no workload was simulated.
