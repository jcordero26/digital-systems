## flow/design.v

```verilog
`timescale 1ns / 1ps
module SELECCIONADOR_RGB(
    input clk,
    input wire video_on,reset,
    input wire [9:0] pix_x,pix_y,
    input wire [11:0] rgb_numero_hora,rgb_numero_fecha,rgb_numero_timer,
    input wire [11:0] rgb_ring,rgb_letra,rgb_bordes,rgb_simbolo,rgb_imagen,rgb_animado,
    output wire [11:0] rgb_screen,
    output reg okh,okf,okt
    );
        wire hour1on,hour2on,hour3on;
        wire date1on,date2on,date3on;
        wire timer1on,timer2on,timer3on;
        wire fecha_word,hora_word,timer_word;
        wire barrafecha_on;
        wire ruedaon1_on , ruedaon1_on2 , ruedaon1_on3 , ruedaon1_on4;
        wire teclado_word;
        wire ring_word;
        wire  onfoto;
        wire animation;
    assign hour1on=(96<=pix_x) && (pix_x<=159) &&(64<=pix_y) && (pix_y<=127);
    assign hour2on=(224<=pix_x) && (pix_x<=287) &&(64<=pix_y) && (pix_y<=127);
    assign hour3on=(352<=pix_x) && (pix_x<=415) &&(64<=pix_y) && (pix_y<=127);
    assign date1on=(96<=pix_x) && (pix_x<=159) &&(192<=pix_y) && (pix_y<=255);
    assign date2on=(224<=pix_x) && (pix_x<=287) &&(192<=pix_y) && (pix_y<=255);
    assign date3on=(352<=pix_x) && (pix_x<=415) &&(192<=pix_y) && (pix_y<=255);
    assign timer1on=(96<=pix_x) && (pix_x<=159) &&(320<=pix_y) && (pix_y<=383);
    assign timer2on=(224<=pix_x) && (pix_x<=287) &&(320<=pix_y) && (pix_y<=383);
    assign timer3on=(352<=pix_x) && (pix_x<=415) &&(320<=pix_y) && (pix_y<=383);
    assign ruedaon1_on  = (180 < pix_x) && (pix_x < 206) && (68 < pix_y) && (pix_y < 124);
    assign ruedaon1_on2 = (180 < pix_x) && (pix_x < 206) && (324 < pix_y) && (pix_y < 380);
    assign ruedaon1_on3 = (308 < pix_x) && (pix_x < 332) && (68 < pix_y) &&  (pix_y < 124);
    assign ruedaon1_on4 = (308 < pix_x) && (pix_x < 332) &&(324 < pix_y) && (pix_y < 380);
    assign barrafecha_on=((185<pix_x) && (pix_x<205) && (188<pix_y) && (pix_y<260))|
         ((311<pix_x) && (pix_x<331) && (188<pix_y) && (pix_y<260));
    assign fecha_word=(15<=pix_x) && (pix_x<=75) &&(210<=pix_y) && (pix_y<=240);
    assign hora_word=(15<=pix_x) && (pix_x<=75) &&(72<=pix_y) && (pix_y<=110);
    assign timer_word=(15<=pix_x) && (pix_x<=75) &&(325<=pix_y) && (pix_y<=355);
    assign teclado_word=(470<=pix_x) && (pix_x<=565) &&(36<=pix_y) && (pix_y<=60);
    assign ring_word=(460<=pix_x) && (pix_x<=520) &&(330<=pix_y) && (pix_y<=402);
    assign onfoto =(460<pix_x) && (pix_x<580) &&(64<pix_y) && (pix_y<272);
    assign animation =(460<pix_x) && (pix_x<575) &&(277<pix_y) && (pix_y<293);
reg [11:0] rgb_screenreg;
always@(posedge clk)
    if(reset) begin
          rgb_screenreg<=0;
          okf<=0;
          okh<=0;
          okt<=0;
    end
    else begin
        case(video_on)
        0:  begin
            			rgb_screenreg<=0;
            end
        1:  begin
              if  (hour1on | hour2on | hour3on ) begin    
                    	rgb_screenreg <= rgb_numero_hora;
                      okh<=1;end
              else if ( date1on | date2on | date3on )begin   
                      rgb_screenreg <= rgb_numero_fecha;
                      okf<=1;end
              else if ( timer1on | timer2on | timer3on) begin   
                      rgb_screenreg <= rgb_numero_timer;
                      okt<=1;end
              else if(fecha_word | hora_word)    
                      rgb_screenreg <= rgb_letra;
              else if(timer_word | teclado_word)   
                      rgb_screenreg <= rgb_letra;
              else if (barrafecha_on  | ruedaon1_on4 )  
                      rgb_screenreg <= rgb_simbolo;
              else if ( ruedaon1_on | ruedaon1_on2 | ruedaon1_on3)  
                      rgb_screenreg <= rgb_simbolo;
              else if( ring_word )   
                      rgb_screenreg <= rgb_ring;
              else if(onfoto)    
                      rgb_screenreg <= rgb_imagen;
              else if(animation)    
                      rgb_screenreg <= rgb_animado;
              else     
                      rgb_screenreg <= rgb_bordes;
              end
          default: rgb_screenreg<=12'h000;
          endcase
    end
 assign rgb_screen=rgb_screenreg;
endmodule
```

## flow/run.sh

```bash
#!/bin/bash
# OpenROAD 26Q1-2900-gdf79404cd8, Yosys 0.63+post, stock flow scripts
make -C /OpenROAD-flow-scripts/flow DESIGN_CONFIG=/design/flow/config.mk WORK_HOME=/design/flow/orfs finish
```

## flow/config.mk

```make
export PLATFORM = sky130hd
export DESIGN_NAME = SELECCIONADOR_RGB
export DESIGN_NICKNAME = SELECCIONADOR_RGB
export VERILOG_FILES = /design/flow/design.v
export SDC_FILE = /design/flow/constraint.sdc
export NUM_CORES = 4
export LEC_CHECK = 1
export CORE_UTILIZATION = 50
```

## flow/constraint.sdc

```tcl
current_design SELECCIONADOR_RGB

set clk_period 6.3
set clk_io_pct 0.2

create_clock -name clk0 -period $clk_period [get_ports {clk}]

set non_clock_inputs [all_inputs -no_clocks]
set_input_delay [expr $clk_period * $clk_io_pct] -clock clk0 $non_clock_inputs
set_output_delay [expr $clk_period * $clk_io_pct] -clock clk0 [all_outputs]
```

==> impl_metrics.csv <==
group,metric,value,unit
yosys,ys_area,1940,µm²
yosys,edf_count,0,
placement,io_buffers,145,
yosys,yosysCellCount,260,
yosys,synth_area_leader_cell,"dfxtp_1",
yosys,synth_warnings,1,
yosys,synth.avg_cell_area,7.45,µm²
floorplan,core.rowCount,22,
yosys,synth_cell_types,49,
yosys,async_reset_ff_frac,0,
yosys,ff_type,"dfxtp_1",
yosys,synth_seq_share,0.155,
floorplan,die_y,64.2,µm
outcome,status,"stopped before the end",
yosys,ys_ff,15,
outcome,error,"[ERROR GPL-0301] Utilization 101.277 % exceeds 100%.",
floorplan,ios,146,
yosys,topCellsByArea,"dfxtp_1 (16%), mux2i_1 (12%), mux2_2 (7.0%)",
yosys,syn_inst,260,
floorplan,fp_util,0.525,
yosys,top_cell_area_share,0.155,
yosys,syn_area,1940,µm²
floorplan,dieWidth,64.2,µm
outcome,lastStage,"3_3_place_gp",
## synth_stat cells (all sizes together), types with 2 or more instances
cell type and count:
nor2 29, mux2i 24, nand2 22, a31oi 18, buf 17, a21oi 15
dfxtp 15, a211o 13, mux2 12, o221ai 12, clkbuf 8, o21ai 7
nand2b 5, nor3 5, inv 4, nand3 4, nand4 4, nor2b 3
o2111ai 3, a2111oi 2, a21o 2, a22oi 2, a311oi 2, a32oi 2
and2 2, nor4 2, o211ai 2, o22ai 2, o41ai 2, or2 2
or3 2
## cell families after synthesis
kind of cell	synth area share
flops	0.155
mux	0.194
simple gates	0.228
buf+inv	0.0762
compound gates	0.347
